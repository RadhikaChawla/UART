<file path="config.mk">
export PLATFORM = sky130hd
export DESIGN_NAME = uartreceiver
export DESIGN_NICKNAME = uartreceiver
export VERILOG_FILES = /design/flow/design.v
export SDC_FILE = /design/flow/constraint.sdc
export NUM_CORES = 4
export LEC_CHECK = 1
export CORE_AREA = 10 10 70 70
export DIE_AREA = 0 0 80 80
</file>
<file path="design.v">
module uartreceiver(rxdata,rxclk,rxreset,startbit,data);
input [7:0]data;
input rxclk;
input rxreset;
input startbit;
output [10:0]rxdata;
parameter rx_initial=0;
parameter rxmode=1;
reg state;
wire [7:0]data;
reg [10:0]rxdata;
reg parity;
integer i;
initial 
begin 
rxdata=10'b0000000000;
parity=0;
i=0;
end
always @(posedge rxclk)
begin 
  if (rxreset==0)
  begin
  state<=0;
  rxdata<=0;
  end
  else
  case (state)
    rx_initial: 
       begin
       if (startbit==1)
       begin 
       state<=rx_initial;
       rxdata<=0;
       end
       else
       state<=rxmode;
       end
     rxmode:
       begin  
       rxdata[0]=0;
       for (i=1;i<=8;i=i+1)
       begin 
       rxdata[i]=data[i-1];
       parity = parity^rxdata[i];
       end
       rxdata[9] = parity;
       rxdata[10] = 0;
        state<=rx_initial;
       end
endcase
end
endmodule 
module tb_receiver ();
reg [7:0]p;
reg q,r,s;
wire [10:0]t;
initial 
begin 
p=1'b0;
q=1'b0;
r=1'b0;
#10 r = 1'b1;
s=1'b0;
end
always 
#5 q=~q;
uartreceiver u1(.rxdata(t),.rxclk(q),.rxreset(r),.startbit(s),.data(p));
initial 
begin 
p=8'b11001100;
end
endmodule 
</file>
<file path="run.sh">
#!/bin/bash
# OpenROAD 26Q1-2900-gdf79404cd8, Yosys 0.63+post, stock flow scripts
make -C /OpenROAD-flow-scripts/flow DESIGN_CONFIG=/design/flow/config.mk WORK_HOME=/design/flow/orfs finish
</file>
<file path="constraint.sdc">
current_design uartreceiver

set clk_period 1.9
set clk_io_pct 0.2

create_clock -name clk0 -period $clk_period [get_ports {rxclk}]

set non_clock_inputs [all_inputs -no_clocks]
set_input_delay [expr $clk_period * $clk_io_pct] -clock clk0 $non_clock_inputs
set_output_delay [expr $clk_period * $clk_io_pct] -clock clk0 [all_outputs]
</file>
==> impl_metrics.ini <==
; implementation run metrics
[setup_path]
crit_path_max_fanout = 2
worst_setup_path_startpoint = data[2]
cp_num_cells = 5
path_delay_family = XOR/XNOR gates
start_kind = primary input
crit_path_top_delay_cell = clkdlybuf4s50_1
rr_worst_depth = 1
max_stage_delay_ns = 0.50
critical_path_cell_list = clkdlybuf4s50_1 > xnor2_1 > xnor3_1 > xnor2_1 > a22o_1
arrival_time_of_the_worst_setup_path_ns = 1.79
critical_path.endpoint = rxdata[9]
reg2reg_from = state
critPathKind = in -> reg
critical_path_buf_inv_count = 1
critical_path_required_ns = 2.06
critPathMostFrequentCell = xnor2_1
endpoint_kind = flip-flop
crit-reg2reg-capture = parity
setup.reg_to_reg.worst_slack_ns = 0.85

[layout]
layout.cells.most_common = clkdlybuf4s50_1
drive_above_1_share = 0.145
final_cell_mix = clkdlybuf4s50_1, dfxtp_1, a22o_1
stdcell_count = 101
layout-area-overhead-vs-synth_pct = 61.7
final.fill_count = 379
finish.instance_area_um2 = 702

[logic_synthesis]
synth_sequential_area_ratio = 0.530
syn-instance-count = 33
mappedNetlistArea_um2 = 434
syn-mean-instance-area_um2 = 13.2
synth_chip_area_um2 = 434
synthDistinctLibCells = 13
synth-seq-cells = 11
ys_cells = 33
warning_count_from_the_yosys_run = 1

[global_routing]
maximum_number_of_pins_on_one_net_before_global_route_repair = 11
gr-usage-all-layers = 0.0348
gr-total-overflow = 0
grt_antenna_before_repair = 0
global_route_wire_length_before_repair_mm = 1.74
first_global_vias = 366

[placed_design]
port_buffers = 19
placement.setup.worst_slack_ns = 0.00293
place.detailed.instances = 97
placement_stage_cell_area_um2 = 674
place_congestion = 0.620

[flow_run]
cap_viol_max_count = 0
tool_warnings = 25

[drt]
met2_wirelength_um = 600
wl_met1_um = 439
finalWirelength_mm = 1.13
wl_met3_um = 88
detail_route.first_pass.iterations = 2
dr_total_vias = 314
antenna-diode-count = 0
route.detailed.vias_per_inst = 3.11
detailedRoute.firstIterationViolations = 2
wl_per_cell_um = 11.2
postRouteAntennaNets = 0
route.detailed.drc = 0
top_layer = met4

[cts]
cts_setup_buffers = 0
ctsLongestPathBuffers = 2
post_cts_resize_count = 0
clkLatencyLatePin_ns = 0.26
clk_pin_slew_worst_paths_ns = 0.07
cts.htree.levels = 1
cts_root_buf = clkbuf_4
clock_sinks = 11
ctsHoldBuffers = 0
tritoncts = done
numCtsBuffers = 3

[final_timing]
clock.fmax_mhz = 614
postLayoutSetupSlackWorst_ns = 0.271
report.final.slew_viol_count = 0
hold_viol_final = 0
setup_tns_ns = 0
finalClockPeriodUsage = 0.857
finClkSkew_ns = 0.00335
period_needed_ns = 1.63
setup-violations-final = 0
grt_setup_unrepaired = false

[floorplanning]
die_x_um = 80
initial_utilization = 0.127
num_rows = 21
coreArea_um2 = 3420
io_pins = 22
fp.dieArea_um2 = 6400
die_height_um = 80

[power]
irDropWorstVdd_mv = 0.137
total_power_mw = 0.501
power_density_nw_per_um2 = 714
leakage_nw = 0.264

[hold_path]
hold_path.class = reg -> reg

[status]
run_status = completed
cells in the mapped netlist, drive strengths merged:
cell type   n  area, µm²
dfxtp      10        200
nor3b       1       12.5
xnor2       5       51.3
edfxtp      1       30.0
xnor3       1       22.5
buf         2       15.0
and2        1       6.26
conb        1       3.75
a22o        9       80.1
clkbuf      1       3.75
xor2        1       8.76
how the worst min path moves through the flow:
stage	start	to	slack, ns	depth (start not counted)
6_report	rxdata[4]	rxdata[4]	0.48	1
5_1_grt	rxdata[7]	rxdata[7]	0.51	1
4_1_cts	rxdata[2]	rxdata[2]	0.49	1
layer usage:
metal / global-route usage / vias up
li1: - / 158
met1: 0.0374 / 144
met2: 0.0594 / 10
met3: 0.0170 / 2
met4: 0.00880 / 0
met5: 0 / -
cell type report:
| type | count | area, µm² | area share |
|---|---|---|---|
| Clock buffer | 3 | 22.5 | 0.0321 |
| Timing Repair Buffer | 20 | 198 | 0.282 |
| Sequential cell | 11 | 230 | 0.328 |
| Multi-Input combinational cell | 20 | 189 | 0.269 |
| Clock inverter | 1 | 5.00 | 0.00713 |
| Tap cell | 46 | 57.6 | 0.0820 |
sequential cells by signal, indices dropped and copies added (netlist names):
register / cells
rxdata: 9
state: 1
parity: 1
kinds of logic after synthesis:
kind of cell / after synthesis / synth area share
buffers and inverters: 3 / 0.0432
flip-flops: 11 / 0.530
other: 1 / 0.00864
AND/OR/NAND/NOR: 2 / 0.0432
XOR/XNOR: 7 / 0.190
AND-OR/OR-AND: 9 / 0.184
power by group:
| group | switching (mW) | internal, mW |
|---|---|---|
| Clock | 0.0789 | 0.0777 |
| Sequential | 0.00503 | 0.247 |
| Combinational | 0.0301 | 0.0624 |
| Total | 0.114 | 0.387 |
metrics by stage:
step	utilization	hold WS [ns]
floorplan	-	0.426
global placement	0.197	0.465
CTS	0.205	0.486
global route	0.205	0.514
finish	0.205	0.480
detailed placement	0.197	0.469
No activity file was given, so power comes from the tool's default toggle rates.
