`design.v`:
```
module uarttransmitter(txdata,data,txclk,startbit,txreset);
input [7:0]data;
output [11:0]txdata;
input txclk;
input startbit;
input txreset;
parameter tx_initial = 0;
parameter txmode = 1;
reg state;
integer i;
wire [7:0]data;
reg [11:0]txdata;
reg stopbit; 
initial
begin
i=0;
txdata=12'b000000000000;
stopbit = 1'b1;
end
always @(negedge txclk)
begin
  if (txreset==0)
  begin 
  state<=0;
  txdata<=0;
  end
  else
  case (state)
  tx_initial:
    begin  
      if (startbit == 0)
      begin
      state<=tx_initial;
      txdata<=0;
      end
      else 
      state<=txmode;
    end
   txmode:
     begin
     for (i=0;i<=7;i=i+1)
     txdata[i+2]=data[i];
     txdata[0] <= startbit;
     txdata[1] <= 1'b1;
     txdata[10] <= 1'b1;
     txdata[11] <= stopbit;
     state<=tx_initial;
     end
  endcase 
end 
endmodule
module tb_transmitter();
reg [10:0]a;
reg b,c,d;
wire [7:0]e;
initial 
begin 
b=1'b0;
c=1'b0;
d=1'b0;
#10 d=1'b1;
end
always
#5 b=~b;
uarttransmitter u1(.txdata(e),.data(a),.txclk(b),.startbit(c),.txreset(d));
initial 
begin 
a=8'b11001111;
end
endmodule
```
`run.sh`:
```
#!/bin/bash
# OpenROAD 26Q1-2900-gdf79404cd8, Yosys 0.63+post, stock flow scripts
make -C /OpenROAD-flow-scripts/flow DESIGN_CONFIG=/design/flow/config.mk WORK_HOME=/design/flow/orfs finish
```
`config.mk`:
```
export PLATFORM = sky130hd
export DESIGN_NAME = uarttransmitter
export DESIGN_NICKNAME = uarttransmitter
export VERILOG_FILES = /design/flow/design.v
export SDC_FILE = /design/flow/constraint.sdc
export NUM_CORES = 4
export LEC_CHECK = 1
export CORE_AREA = 10 10 71 71
export DIE_AREA = 0 0 81 81
```
`constraint.sdc`:
```
current_design uarttransmitter

set clk_period 1.9
set clk_io_pct 0.2

create_clock -name clk0 -period $clk_period [get_ports {txclk}]

set non_clock_inputs [all_inputs -no_clocks]
set_input_delay [expr $clk_period * $clk_io_pct] -clock clk0 $non_clock_inputs
set_output_delay [expr $clk_period * $clk_io_pct] -clock clk0 [all_outputs]
```
==> results.sh <==
# yosys + openroad results
export IMPL_cp_cell_sequence="buf_6 > buf_6"
export IMPL_enable_flop_cells=0
export IMPL_rrSetupSlack_ns=0.91
export IMPL_top_cell_area_share=0.561
export IMPL_final_hold_viol_count=0
export IMPL_dieHeight_um=81
export IMPL_min_from="txdata[0]"
export IMPL_worst_path_max_fanout=3
export IMPL_rsz0062_at_grt="yes"
export IMPL_hold_buffers=0
export IMPL_max_stage_delay_ns=0.32
export IMPL_maxCapViolCount=0
export IMPL_viasPerCell=3.35
export IMPL_cts_made_buffers=3
export IMPL_clock_sinks=11
export IMPL_coreArea_sq_mm=0.00363
export IMPL_setup_viol=12
export IMPL_route_antenna_remaining_nets=0
export IMPL_routabilityCongestion=0.617
export IMPL_firstDrtPassIters=4
export IMPL_critical_path_top_delay_family="flip-flops"
export IMPL_ys_area_sq_um=393
export IMPL_topCellsByArea="dfxtp_1, a32o_1, buf_6"
export IMPL_syn_to_final_growth_pct=83.4
export IMPL_worstSetupPathType="flip-flop to output pin"
export IMPL_synthCells=34
export IMPL_die_w_um=81
export IMPL_insertion_delay_ns=0.31
export IMPL_avgSynthCellArea_sq_um=11.6
export IMPL_worst_r2r_path_depth=2
export IMPL_yosys_register_bits=11
export IMPL_maxSlewViolCount=0
export IMPL_postSynthSeqShare=0.561
export IMPL_cts_buffer_depth=2
export IMPL_wirelength_um=1250
export IMPL_reg2reg_to="txdata[7]"
export IMPL_ys_types=12
export IMPL_syn_cell_area_sq_um=393
export IMPL_cellLeakagePower_nw=0.356
export IMPL_worstMarginPinSlew_ns=0.245
export IMPL_drc=0
export IMPL_ys_flop_type="dfxtp_1"
export IMPL_drive_above_1_share=0.457
export IMPL_place_inst=102
export IMPL_grtUsageTotal=0.0349
export IMPL_path_depth=2
export IMPL_cts_tree="yes"
export IMPL_critPathArrivalTime_ns=1.77
export IMPL_synthTopCellsByCount="dfxtp_1, a32o_1, nor2_1"
export IMPL_skew_ns=0.00772
export IMPL_rr_startpoint="state"
export IMPL_fp_util=0.108
export IMPL_drt_iter0_drc=59
export IMPL_finalInstanceArea_sq_um=721
export IMPL_rows=22
export IMPL_layout_cells_non_filler=118
export IMPL_grt_pass1_vias=427
export IMPL_antenna_cells=0
export IMPL_io_buffers=22
export IMPL_dpl_worst_slack_ns=-0.645
export IMPL_critPathMostFrequentCell="buf_6"
export IMPL_die_area_sq_mm=0.00656
export IMPL_critPathCaptureType="output pin"
export IMPL_final_setup_tns_ns=-1.87
export IMPL_ys_warn_count=1
export IMPL_finalPower_w=0.000624
export IMPL_start_kind="flip-flop"
export IMPL_slew_headroom=0.836
export IMPL_power_density_mw_per_mm2=866
export IMPL_worst_hold_path_num_cells=2
export IMPL_antenna_found_initial=0
export IMPL_pin_count=23
export IMPL_violations="negative setup slack"
export IMPL_ir_worst_vdd_v=0.000186
export IMPL_dpl_cell_area_sq_um=653
export IMPL_hold_path_end="txdata[0]"
export IMPL_post_drt_wl_per_cell_um=10.6
export IMPL_overflow=0
export IMPL_setup_ws_ns=-0.251
export IMPL_htreeDepth=1
export IMPL_grt_pass1_wl_um=1900
export IMPL_hold_class="flip-flop to flip-flop"
export IMPL_grt_max_degree=9
export IMPL_warnings=39
export IMPL_cp_num_buf_inv=2
export IMPL_num_vias=395
export IMPL_root_buffer="clkbuf_8"
export IMPL_cp_required_ns=1.52
export IMPL_ys_cells=34
export IMPL_synth_top_cell_by_count="dfxtp_1"
export IMPL_ys_async_sr_fraction=0
export IMPL_dp_hpwl_um=942
export IMPL_cts_clk_slew_worst_paths_ns=0.03
export IMPL_cp_slowest_cell="dfxtp_2"
export IMPL_largest_area_cell="dfxtp_1"
export IMPL_outcome="finished, violations left"
[how the worst max path moves through the flow]
stage,start,endpoint
6_report,txdata[1],txdata[10]
5_1_grt,txdata[1],txdata[10]
4_1_cts,txdata[1],txdata[10]
[timing repair]
| action | CTS | global route |
|---|---|---|
| setup buffers | 2 | 0 |
| gates resized | 54 | 0 |
| setup endpoints to repair | 21 | 12 |
[worst min-delay path, stage by stage (launching register included)]
cell and delay (ns):
dfxtp_2 0.31, nor2_1 0.04, nor2_1 0.06
[cell usage in the layout (no fill, tap or decap)]
cell type and n:
dfxtp_1 1, and2_4 1, a21oi_1 1, clkdlybuf4s50_1 8
nor2b_1 1, buf_6 2, buf_2 11, nor2_1 3
dfxtp_2 10, a32o_1 8, dlygate4sd2_1 2, buf_4 4
and2b_1 1, inv_1 12, nor2b_4 1, nand2_1 1
clkbuf_8 3
[power breakdown]
part	switching, W	internal [W]	leakage, nW
clock network	0.000141	0.000173	0.0855
registers	0.00000669	0.000243	0.0942
logic	0.0000189	0.0000406	0.177
[cell type report]
cell class | count | area (sq um)
clock buffers | 3 | 41.3
clock inverters | 12 | 45.0
fillers | 402 | 2910
multi-input cells | 17 | 136
flip-flops and latches | 11 | 233
well taps | 48 | 60.1
repair buffers | 27 | 205
[per-layer routing]
layer,GRT usage,vias up,part of all wire
met5,0,-,0
met4,0.0277,0,0.056
met3,0.0134,6,0.058
met2,0.0525,17,0.51
met1,0.0388,178,0.38
li1,-,194,-
[stage by stage]
stage,hold slack [ns],util
finish,0.452,0.198
detailed placement,0.464,0.180
CTS,0.458,0.198
global route,0.491,0.198
floorplan,0.411,-
global placement,0.464,0.180
[flip-flops by register name (all words and copies together) (netlist names)]
name,flops
state,1
txdata,10
[cells by family after synthesis]
kind of cell    synth area share
flops                      0.561
buf+inv                    0.118
simple gates               0.105
compound gates             0.217
Power is estimated from default activity; no workload was simulated.
